===== flow/config.mk =====
export PLATFORM = sky130hd
export DESIGN_NAME = sdram_controller
export DESIGN_NICKNAME = sdram_controller
export VERILOG_FILES = /design/flow/design.v
export SDC_FILE = /design/flow/constraint.sdc
export NUM_CORES = 4
export LEC_CHECK = 1
export CORE_UTILIZATION = 40

===== flow/constraint.sdc =====
current_design sdram_controller

set clk_period 3.0
set clk_io_pct 0.2

create_clock -name clk0 -period $clk_period [get_ports {clk}]

set non_clock_inputs [all_inputs -no_clocks]
set_input_delay [expr $clk_period * $clk_io_pct] -clock clk0 $non_clock_inputs
set_output_delay [expr $clk_period * $clk_io_pct] -clock clk0 [all_outputs]

===== flow/design.v =====
`timescale 1ns / 1ps
module sdram_controller(
    input        clk,        
    input        rst,        
    input        write,      
    input        sel,        
    input [31:0] in_data,    
    input [31:0] addr,       
    output reg [31:0] out_data,      
    output reg        ready,     
    input [31:0] read_data,  
    output reg       cs,             
    output reg       we,             
    output reg       ras,            
    output reg       cas,            
    output reg [1:0]  bank_select,   
    output reg [13:0] dram_addr,     
    output reg [31:0] write_data     
);
	reg [31:0] hold_in_data;    
	reg [31:0] hold_addr;       
	reg [3:0]  state;           
	localparam
	   IDLE          = 4'b0000,
       READ_ACT      = 4'b0001,
       READ_NOP0     = 4'b0010,
	   READ_CAS      = 4'b0011,
	   READ_NOP1     = 4'b0100,
	   READ_NOP2     = 4'b0101,
	   WRITE_ACT     = 4'b0110,
	   WRITE_NOP0    = 4'b0111,
	   WRITE_CAS     = 4'b1000,
	   WRITE_NOP1    = 4'b1001,
	   WRITE_NOP2    = 4'b1010;
	always @(posedge clk, posedge rst) begin
	   if(!rst) begin
	       case(state)
	           IDLE: begin
	               if(sel == 1'b1 && write == 1'b0) begin
	                   state <= READ_ACT;
	                   ready <= 1'b0;
	                   hold_addr <= addr;
	               end
	               else if(sel == 1'b1 && write == 1'b1) begin
	                   state <= WRITE_ACT;
	                   ready <= 1'b0;
	                   hold_in_data <= in_data;
	                   hold_addr <= addr;
	               end
	           end
	           READ_ACT: begin
	               state <= READ_NOP0;
	               cs <= 1'b0;
	               we <= 1'b1;
	               ras <= 1'b0;
	               cas <= 1'b1;
	               bank_select <= hold_addr[15:14];
	               dram_addr <= hold_addr[13:0];
	           end
	           READ_NOP0: begin
	               state <= READ_CAS;
	               cs <= 1'b0;
	               we <= 1'b1;
	               ras <= 1'b1;
	               cas <= 1'b1;
	           end
	           READ_CAS: begin
	               state <= READ_NOP1;
	               cs <= 1'b0;
	               we <= 1'b1;
	               ras <= 1'b1;
	               cas <= 1'b0;
	               bank_select <= hold_addr[15:14];
	               dram_addr <= {5'b0, hold_addr[24:16]};
	           end
	           READ_NOP1: begin
	               state <= READ_NOP2;
	               cs <= 1'b0;
	               we <= 1'b1;
	               ras <= 1'b1;
	               cas <= 1'b1;
	           end
	           READ_NOP2: begin
	               state <= IDLE;
	               cs <= 1'b1;
	               we <= 1'b1;
	               ras <= 1'b1;
	               cas <= 1'b1;
	               out_data <= read_data;
	               ready <= 1'b1;
	           end
	           WRITE_ACT: begin
	               state <= WRITE_NOP0;
	               cs <= 1'b0;
	               we <= 1'b1;
	               ras <= 1'b0;
	               cas <= 1'b1;
	               bank_select <= hold_addr[15:14];
	               dram_addr <= hold_addr[13:0];
	           end
	           WRITE_NOP0: begin
	               state <= WRITE_CAS;
	               cs <= 1'b0;
	               we <= 1'b1;
	               ras <= 1'b1;
	               cas <= 1'b1;
	           end
	           WRITE_CAS: begin
	               state <= WRITE_NOP1;
	               cs <= 1'b0;
	               we <= 1'b0;
	               ras <= 1'b1;
	               cas <= 1'b0;
	               bank_select <= hold_addr[15:14];
	               dram_addr <= {5'b0, hold_addr[24:16]};
	           end
	           WRITE_NOP1: begin
	               state <= WRITE_NOP2;
	               cs <= 1'b0;
	               we <= 1'b1;
	               ras <= 1'b1;
	               cas <= 1'b1;
	               write_data <= hold_in_data;
	           end
	           WRITE_NOP2: begin
	               state <= IDLE;
	               cs <= 1'b1;
	               we <= 1'b1;
	               ras <= 1'b1;
	               cas <= 1'b1;
	               ready <= 1'b1;
	           end
	           default: begin
	               state <= IDLE;
	               cs <= 1'b1;
	               we <= 1'b1;
	               ras <= 1'b1;
	               cas <= 1'b1;
	           end
	       endcase
	   end
	   else begin
	       state <= IDLE;
	       cs <= 1'b1;
	       we <= 1'b1;
	       ras <= 1'b1;
	       cas <= 1'b1;
	       bank_select <= 2'b0;
	       dram_addr <= 14'b0;
	       write_data <= 32'b0;
	       hold_in_data <= 32'b0;
	       hold_addr <= 32'b0;
	       out_data <= 32'b0;
	       ready <= 1'b0;
	   end
	end
endmodule

===== flow/run.sh =====
#!/bin/bash
# OpenROAD 26Q1-2900-gdf79404cd8, Yosys 0.63+post, stock flow scripts
make -C /OpenROAD-flow-scripts/flow DESIGN_CONFIG=/design/flow/config.mk WORK_HOME=/design/flow/orfs finish

==> out/notes.md <==
- finished clean — outcome
- 61.9% — area share, top type
- 16.0 um^2 — Synth Area per Inst
- 185 — Ports
- sky130_fd_sc_hd__clkdlybuf4s50_1 — Critical Path Slowest Stage Cell
- sky130_fd_sc_hd__clkbuf_16 — root buffer cell
- 41.0% — fp util
- 410 ps — source-to-sink clock delay at the later pin of the worst-skew pair
- 484 MHz — Max Clk Rate
- 17 — clock buffer count from CTS
- 0 — antenna diode count
- 6430 uW — internal cell power
- sky130_fd_sc_hd__dfrtp_1, sky130_fd_sc_hd__mux2_2, sky130_fd_sc_hd__mux2_4 — Synth top cells by count
- 0 — flip-flops with a built-in enable
- 0 — final max-slew violation count
- hold_addr[15] — terminus of the critical flop-to-flop path
- 0 — post-cts sizing count
- 17.1% — total routing usage reported by global routing
- 373 — cell total in the yosys stat output
- 843 ps — measured slew at the worst slew-check pin
- 43.2% — synth-to-layout area growth
- 530 ps — highest cell delay on the worst timing path
- sky130_fd_sc_hd__dfrtp_1 — dominant cell type by area after synthesis
- buffers and inverters — Crit path max-delay family
- 3870 — via count of the first global-routing pass
- 0.00599 mm^2 — Netlist Area Pre-Place
- 4.86 — number of vias per cell
- 0.00599 mm^2 — total cell area reported by yosys after synthesis
- 0 — reported max-cap violation count
- 29.0% — Comb pwr share
- clkdlybuf4s50_1 — cell breakdown of the critical path
- 27.9% — clock network fraction of total power
- 1740 uW — NetSw
- 68.8% — Period Utilization, post-route
- 2 — number of cells on the worst reg-to-reg path
- 60 ps — Clk pin slew, worst setup/hold paths
- sky130_fd_sc_hd__dfrtp_1, sky130_fd_sc_hd__mux2_2, sky130_fd_sc_hd__mux2_4, sky130_fd_sc_hd__dfstp_2, sky130_fd_sc_hd__or3b_1 — dominant cells by area after synthesis
- 0 — Hold Buf Count CTS
- 374 ps — final hold slack
- 2 — largest fanout on the critical path
- 32 — number of warnings the tools reported
- 4 — number of iterations in the first detailed-routing pass
- 0 ps — Sum Neg Setup Slack
- 44 — cell row count
- 2 — maximum clock path buffer count
- 1 — worst path buffer plus inverter count
- 1 — Yosys Warn Count
- no — setup repair after global routing missed its margin
- 0 — Congestion Overflow GR
- 70 — pin count of the biggest net entering global routing
- 28 — Unique masters post-synth
- 143 — Iteration-0 DRC Markers
- 64.1% — sequential element share of the synthesized area
- 0 — number of nets with antenna violations after routing
- 2060 ps — Min Clock Period, post-route
- 7.83 mm — HPWL after detailed placement
- 0 — total DRC errors in the routed layout
- 32.0% — share of final-layout standard cells stronger than drive strength 1
- flop to flop — class of the most critical hold timing path
- state[2] — origin of the worst min-delay path
- 153 — total clock sinks
- 4 — count of H-tree levels built during CTS
- 0.00373 uW — leakage power summed over all cells
- 0 — number of post-CTS setup repair buffers
- 0.000434 V — worst IR drop on VDD
- 124 um — die extent in y
- 0 — number of antenna violations at the first check in global routing
- 1380 ps — register-to-register setup slack
- 1113 — fillers
- 0 — worst hold path stage count
- output port — Critical Path End Type
- flop — category of the worst setup path launch point
- sky130_fd_sc_hd__dfrtp_1 — dominant register cell
- 373 — Gate Count Post-Synth
- 153 — flop and latch count out of synthesis
- flop to output port — type of the worst setup path
- state[8] — end point of the worst hold path
- 0 — final tally of hold violations
- 5.55 ps — Final Skew
- 2400 ps — Critical Path RT
- 0.777 — Placer Congestion
- 20.4 mm — first-pass GRT wire length
- 177 — count of buffers inserted at the top-level ports
- 21.3% — share of total power consumed by net switching
- 16.0 um — wire length per cell after detailed routing
- 100% — Synth async-reset ratio
- 0 — final-report setup violation count
- sky130_fd_sc_hd__dfrtp_1 — top cell type by instance count after synthesis
- 3643 — vias after detailed routing
- 43.1% — portion of total power attributed to sequential cells
- state[0] — Reg2Reg Launch Point
- 0.0146 mm^2 — Floorplan Core Area
- 12.0 mm — total wirelength of the detailed-routed design
- 124 um — width of the chip
- built — TritonCTS clock tree
- 43.8% — Max-slew headroom
- 1460 ps — arrival time at the worst endpoint
- 953 mW/mm^2 — pwr/cell area
- 0.0155 mm^2 — chip footprint
-- worst max-delay path by stage --
stage / slack, ps / to / from / cells past startpoint
CTS: 910 / cs / cs / 1
global route: 890 / cs / cs / 1
finish: 940 / cs / cs / 1
-- flip-flops by register name, summed over array words and instances, names as in the netlist --
register,count
hold_addr,25
out_data,32
cs,1
cas,1
we,1
state,11
dram_addr,14
write_data,32
hold_in_data,32
ready,1
bank_select,2
ras,1
-- layer usage --
layer | share of wire [%] | track usage (%)
met1 | 47 | 27.8
met2 | 46 | 25.4
met3 | 5.4 | 3.94
met4 | 1.5 | 2.20
met5 | 0 | 0
-- stage by stage --
step	worst slack, ps	instances	total power (uW)	util (%)	cell area (um^2)
floorplan	473	373	4450	-	5990
global placement	865	719	5890	54.4	7930
detailed placement	841	719	5950	54.4	7930
CTS	906	750	8290	58.7	8570
global route	892	750	8690	58.7	8570
finish	936	750	8170	58.7	8570
-- logic make-up (layout without fill, tap and decap cells) --
| kind of cell | after synthesis | in the layout | share of synthesized area, % |
|---|---|---|---|
| AOI/OAI and AO/OA | 43 | 43 | 4.77 |
| buffers and inverters | 26 | 219 | 2.63 |
| DFF | 153 | 153 | 64.1 |
| muxes | 123 | 123 | 25.0 |
| and+or+nand+nor | 28 | 28 | 3.57 |
-- power by group through the flow --
stage	Sequential, uW	Combinational (uW)	Clock (uW)
after CTS	3530	2420	2340
final	3520	2370	2280
after global routing	3670	2590	2430
-- cell type report --
class | count | area (um^2) | area share (%)
repair buffers | 185 | 1860 | 21.7
clock inverters | 7 | 138 | 1.61
well taps | 184 | 230 | 2.69
flip-flops and latches | 153 | 3830 | 44.8
inverters | 3 | 15.0 | 0.175
multi-input cells | 194 | 1990 | 23.3
clock buffers | 24 | 502 | 5.85
-- worst reg2reg max path: stages, from the launching register on --
cell and delay (ps):
sky130_fd_sc_hd__dfstp_2 650, sky130_fd_sc_hd__nand2_2 430, sky130_fd_sc_hd__mux2_2 430
-- layout by cell type, fill, tap and decap left out, types with 2 or more instances in the layout --
| cell | n |
|---|---|
| sky130_fd_sc_hd__o21ba_2 | 9 |
| sky130_fd_sc_hd__clkbuf_16 | 17 |
| sky130_fd_sc_hd__clkinv_2 | 2 |
| sky130_fd_sc_hd__clkinvlp_4 | 2 |
| sky130_fd_sc_hd__inv_1 | 2 |
| sky130_fd_sc_hd__a31oi_1 | 9 |
| sky130_fd_sc_hd__mux2_2 | 94 |
| sky130_fd_sc_hd__clkdlybuf4s50_1 | 177 |
| sky130_fd_sc_hd__dfstp_2 | 5 |
| sky130_fd_sc_hd__clkbuf_8 | 5 |
| sky130_fd_sc_hd__nor2_1 | 2 |
| sky130_fd_sc_hd__or3b_1 | 14 |
| sky130_fd_sc_hd__o21ai_0 | 16 |
| sky130_fd_sc_hd__a21oi_1 | 5 |
| sky130_fd_sc_hd__buf_4 | 6 |
| sky130_fd_sc_hd__buf_12 | 2 |
| sky130_fd_sc_hd__mux2_4 | 29 |
| sky130_fd_sc_hd__bufinv_16 | 4 |
| sky130_fd_sc_hd__dfrtp_1 | 148 |
| sky130_fd_sc_hd__clkbuf_1 | 2 |
| sky130_fd_sc_hd__nand2_1 | 4 |
No activity file was given, so power comes from the tool's default toggle rates.
